$ cat ./run.sh
#!/bin/bash
# OpenROAD 26Q1-2900-gdf79404cd8, Yosys 0.63+post, stock flow scripts
make -C /OpenROAD-flow-scripts/flow DESIGN_CONFIG=/design/flow/config.mk WORK_HOME=/design/flow/orfs finish
$ cat ./config.mk
export PLATFORM = sky130hd
export DESIGN_NAME = BintoBCD
export DESIGN_NICKNAME = BintoBCD
export VERILOG_FILES = /design/flow/design.v
export SDC_FILE = /design/flow/constraint.sdc
export NUM_CORES = 4
export LEC_CHECK = 1
export CORE_UTILIZATION = 40
$ cat ./constraint.sdc
current_design BintoBCD

set clk_period 2.2
set clk_io_pct 0.2

create_clock -name clk0 -period $clk_period [get_ports {clk}]

set non_clock_inputs [all_inputs -no_clocks]
set_input_delay [expr $clk_period * $clk_io_pct] -clock clk0 $non_clock_inputs
set_output_delay [expr $clk_period * $clk_io_pct] -clock clk0 [all_outputs]
$ cat ./design.v
module BintoBCD(
input clk,
input en,
input [11:0] bin_in,
output [15:0] bcd_out,
output rdy
);
parameter idle = 3'b000;
parameter setup = 3'b001;
parameter add = 3'b010;
parameter shift = 3'b011;
parameter done = 3'b100;
reg [27:0] bcd_data = 0;
reg [2:0] state = 0;
reg [3:0] sh_counter = 0;
reg result_rdy = 0;
always@ (posedge clk) begin
	case(state)
		idle: begin
			result_rdy <= 0;
			if(en) begin
				state <= setup;
			end
		end
		setup: begin
			bcd_data <= {16'b0, bin_in};
			sh_counter <= 0;
			state <= add;
		end
		add: begin
			if(bcd_data[27:24]>= 5) begin
				bcd_data[27:24] <= bcd_data[27:24]+3;
			end
			if(bcd_data[23:20]>= 5) begin
				bcd_data[23:20] <= bcd_data[23:20]+3;
			end
			if(bcd_data[19:16]>= 5) begin
				bcd_data[19:16] <= bcd_data[19:16]+3;
			end
			if(bcd_data[15:12]>= 5) begin
				bcd_data[15:12] <= bcd_data[15:12]+3;
			end
			state <= shift;
		end
		shift: begin
			bcd_data <= bcd_data << 1;
			sh_counter <= sh_counter +1;
			if(sh_counter == 11) begin
				state <= done;
			end
			else begin
				state <= add;
			end
		end
		done: begin
			result_rdy <= 1;
			state <= idle;
		end
		default: begin
			state <= idle;
		end
	endcase
end
assign bcd_out = bcd_data[27:12];
assign rdy = result_rdy;
endmodule
==> run notes <==
impl run done, here's what came out: Total Die Area roughly 0.0052 mm^2, CTS tree done, Dominant cell area share 0.555, Yosys top cell by instances edfxtp_1, GRT Overall Usage 0.143, setup_tns 0 ns, first-pass GRT wire length roughly 5.5 mm, clk_skew about 0.0075 ns, Async SR Flop Fraction 0, cell area after layout between 0.002 and 0.0025 mm^2, Fmax 567 MHz, CTS Sinks 36, final design utilization 0.487, via count 1,214, min-delay worst type reg2reg, clk root buf clkbuf_8, Psw 1250 uW, post-synthesis instance area just under 0.002 mm^2, vias in the first global route 1,205, post-detail-place hpwl 2.29 mm, Seq share, synth 0.555, Synth Instances between 150 and 200, cts hold-fix bufs 0, total power 3750 uW, final WL about 3.2 mm, largest stage delay on the critical path 0.66 ns, Pleak 0.000865 uW, cell taking the most area after synthesis edfxtp_1, DR iter-0 viols 31, Worst-path clk slew ~0.070 ns, minimum clock period 1.76 ns, WS Path Type reg2reg, clk latency of the worst-skew pair approximately 0.28 ns, drt pass-1 iters 4, Crit-path slowest cell and3b_1, sw frac 0.334, status complete, no violations, Routed wire per std cell around 14 um, PwrDens 1640 mW/mm^2, cts bufs inserted 5, vias per inst 5.19, Fin. Hold Viols 0, Logic pwr share 0.416, global placement routability congestion between 0.7 and 0.8, Worst Path Max Fanout 14, Die H ~72 um, synth warn 1, DP Area around 0.0022 mm^2, clock share of power 0.152, arrival time at the worst endpoint roughly 1.8 ns, pin count of the biggest net entering global routing 17, flip-flops with a built-in enable 36, Port Buf Inserts 30, drc violations 0, antenna violations before repair 0, chip width 71.8 um, Layout area overhead 17.3%, Synth area leaders edfxtp_1, buf_4, ha_1, mux2_2, o21ai_0, unrepaired setup endpoints after global routing no, htree depth 2, fp util 0.415, CP startpoint kind flip-flop, post-CTS setup buffers 0, crit path DRT 2.24 ns, cell count in the Yosys report 160, VDD IR max 0.612 mV, Final setup viols 0, aggregate global routing overflow 0, Sequential Power Share 0.433, Internal 2500 uW, Antenna diodes 0, I/O pins 31, max cap viols 0, number of OpenROAD warnings 29, cycle use final 0.802, yosys stat chip area 0.00195 mm^2, critical path cell sequence and3b_1 > mux2_2, Yosys cell types 26, Post-synth top flop edfxtp_1, layout cells sized above 1 0.139, Core Box Area roughly 0.0047 mm^2, Worst-Margin Slew ~0.64 ns, crit path capture type flip-flop, antenna-violating nets left 0, top cells by count edfxtp_1, buf_4, o21ai_0, FP Rows 25, worst relative slew slack 0.573, mean cell area of the mapped netlist 12.2 um^2, ys flops 36, Clock Path Buffers 2, PostCTS Resize Cnt 0, Final Max Slew Viols 0
[final timing paths]
kind / start / to / slack (ns) / cells after the start
worst max-delay path: state[2]$_DFFE_PP_ / bcd_data[2]$_DFFE_PP_ / 0.44 / 2
worst min-delay path: bcd_data[11]$_DFFE_PP_ / bcd_data[12]$_DFFE_PP_ / 0.53 / 2
worst max register to register: state[2]$_DFFE_PP_ / bcd_data[2]$_DFFE_PP_ / 0.44 / 2
worst min register to register: bcd_data[11]$_DFFE_PP_ / bcd_data[12]$_DFFE_PP_ / 0.53 / 2
[critical path, delay by kind of cell, from the launching register on]
family | cells | cell delay (ns)
DFF | 1 | 0.45
and+or+nand+nor | 1 | 0.66
muxes | 1 | 0.41
[metrics by stage]
stage          hold slack, ns  worst slack (ns)  std cells
5_1_grt                 0.545             0.319        234
3_3_place_gp            0.527             0.471        226
3_5_place_dp            0.515             0.406        226
6_report                0.527             0.436        234
4_1_cts                 0.532             0.390        234
2_1_floorplan           0.496             0.659        160
[cell type report]
type | instances | area [um^2]
Timing Repair Buffer | 32 | 315
Inverter | 9 | 33.8
Tap cell | 54 | 67.6
Clock inverter | 3 | 42.5
Fill cell | 405 | 2410
Multi-Input combinational cell | 95 | 677
Clock buffer | 5 | 68.8
Sequential cell | 36 | 1080
[power groups by stage]
stage         sequential, uW  clock [uW]  combinational [uW]
CTS                     1620         583                1580
global route            1670         608                1760
finish                  1620         569                1560
[cells by family after synthesis]
group	count (synthesis)	share of synthesized area
AND/OR/NAND/NOR	34	0.0886
buffers and inverters	29	0.0976
flip-flops	36	0.555
multiplexers	11	0.0694
adder cells (fa/ha/maj)	9	0.0578
XOR/XNOR	7	0.0315
AND-OR/OR-AND	34	0.100
[flip-flops by register name, indices dropped and copies added, names as in the netlist]
signal	cells
bcd_data	28
result_rdy	1
sh_counter	4
state	3
[metal layers]
layer | GRT usage | part of all wire | up-vias | routed length [um]
li1 | - | - | 593 | -
met1 | 0.226 | 0.47 | 585 | 1520
met2 | 0.220 | 0.47 | 31 | 1520
met3 | 0.0414 | 0.048 | 5 | 156
met4 | 0.0174 | 0.011 | 0 | 36
met5 | 0 | 0 | - | 0
[layout by cell type (no fill, tap or decap), drive strengths merged]
cell and count:
nand2 8, nor2 8, inv 9, xor2 6, a21oi 11, or2 1, bufinv 1, clkdlybuf4s50 30
clkbuf 5, nand3 4, nand4b 1, ha 9, nor3 1, o21ba 3, and2b 1, nor2b 1
clkinvlp 1, mux2 11, o22ai 8, and2 3, edfxtp 36, clkinv 1, buf 2, and3b 1
nand2b 5, o21ai 12, xnor2 1
Power and IR drop assume default switching activity.
