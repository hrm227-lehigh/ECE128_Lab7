`config.mk`:
```
export PLATFORM = sky130hd
export DESIGN_NAME = counter
export DESIGN_NICKNAME = counter
export VERILOG_FILES = /design/flow/design.v
export SDC_FILE = /design/flow/constraint.sdc
export NUM_CORES = 4
export LEC_CHECK = 1
export CORE_AREA = 10 10 96 96
export DIE_AREA = 0 0 106 106
```
`design.v`:
```
module counter(
input clk,
output done,
output[11:0] bin_cnt);
parameter c_reg_size = 34;
reg [c_reg_size-1:0] count = 0;
reg fin = 0;
reg old_b = 0;
always @(posedge clk)
	begin
	count <= count+1;
	if((old_b && !count[c_reg_size-12]) || (!old_b && count[c_reg_size-12]))
		begin
		    fin <= 1;
		end
	else
		begin
			fin <= 0;
		end
	old_b <= count[c_reg_size-12];
	end
assign bin_cnt = count[c_reg_size-1:c_reg_size-12];
assign done = fin;
endmodule
```
`run.sh`:
```
#!/bin/bash
# OpenROAD 26Q1-2900-gdf79404cd8, Yosys 0.63+post, stock flow scripts
make -C /OpenROAD-flow-scripts/flow DESIGN_CONFIG=/design/flow/config.mk WORK_HOME=/design/flow/orfs finish
```
`constraint.sdc`:
```
current_design counter

set clk_period 5.6
set clk_io_pct 0.2

create_clock -name clk0 -period $clk_period [get_ports {clk}]

set non_clock_inputs [all_inputs -no_clocks]
set_input_delay [expr $clk_period * $clk_io_pct] -clock clk0 $non_clock_inputs
set_output_delay [expr $clk_period * $clk_io_pct] -clock clk0 [all_outputs]
```
==> GITHUB_STEP_SUMMARY <==
### Flow metrics

| Metric | Value |
|---|---|
| OpenROAD warnings | 25 |
| CP Max Fanout | 7 |
| Post-CTS setup buffers | 0 |
| First-pass GRT wire length | 3.919 mm |
| Most frequent cell after synthesis | dfxtp_1 |
| Drt pass-1 iters | 4 |
| Fin. max-slew vios | 0 |
| Post-route clock skew | 7.366 ps |
| Worst Path Buf+Inv | 1 |
| CTS tree | yes |
| Lkg Pwr | 0.5544 nW |
| Share of cells above drive strength 1 | 8.725% |
| Hold Path Origin | count[0] |
| Internal | 0.3879 mW |
| Clk pwr share | 46.1% |
| Max Buffers Root-to-Sink | 2 |
| Vias in the first global route | 875 |
| CP startpoint | count[23] |
| Critical path depth in cells | 1 |
| H-tree levels | 2 |
| Synth top area share | 48.04% |
| Setup TNS | 0 ps |
| Clk sink count | 36 |
| Worst path max stage delay | 510 ps |
| Crit path to | bin_cnt[1] |
| Clk latency of the worst-skew pair | 280 ps |
| DRC errors left | 0 |
| DIE HEIGHT | 106 um |
| Synth Seq Share | 48.04% |
| FP Util | 20.79% |
| Cell Area, Synth | 1500 um^2 |
| Post-synth EDFFs | 0 |
| Combinational power share | 0% |
| CTS buffer count | 5 |
| Achievable Freq | 428.3 MHz |
| Fraction of registers with async set/reset | 0% |
| HP Class | flip-flop to flip-flop |
| Chip area | 11240 um^2 |
| Hold-fix buffers, CTS | 0 |
| Synth Area per Inst | 10.35 um^2 |
| Core ar. | 7214 um^2 |
| Commonest cells post-synth | 36 x dfxtp_1, 27 x xnor2_1, 13 x nand4_1 |
| GPL Wtd Cong | 0.7293 |
| Fin crit share | 41.69% |
| Clk Tree Root Cell | clkbuf_8 |
| Crit path cell chain | clkdlybuf4s50_1 |
| I/O pin count | 14 |
| Part of the power in registers | 53.9% |
| Startpoint Class | flip-flop |
| Slew HR | 57.70% |
| Fin. Hold Viols | 0 |
| Sw Ratio | 18.27% |
| Worst reg2reg setup slack | 3830 ps |
| Cell count in the Yosys report | 145 |
| Detailed placement HPWL | 1.595 mm |
| Clock transition at path regs | 70 ps |
| Port Buffers | 13 |
| Vias after detailed routing | 956 |
| DR WL/cell | 9.335 um |
| Vias per inst | 3.855 |
| Ys flop type | dfxtp_1 |
| Gr ovfl total | 0 |
| Worst path required time | 4480 ps |
| Top cells, area | dfxtp_1 48%, xnor2_1 16%, buf_4 6.0%, nand4_1 5.4%, xor2_1 3.5% |
| Arrival time worst endpoint | 1210 ps |
| Yosys warns | 1 |
| ANT nets after route | 0 |
| Post-layout min period | 2335 ps |
| Worst r2r dst | count[22] |
| Worst vdd ir | 0.1032 mV |
| Design Power | 0.4746 mW |
| Crit end category | output port |
| Synth Instances | 145 |
| Power Dens Cells | 275.9 nW/um^2 |
| Area delta synth->final | 14.68% |
| Largest net degree at the start of global routing | 19 |
| RSZ-0062 raised after global routing | no |
| Number of fill cells | 779 |
| # rows | 31 |
| Overall routing resource usage | 4.058% |
| Sw power | 0.08669 mW |
| Worst r2r path cells | 4 |
| # setup viols final | 0 |
| Yosys top cell by area | dfxtp_1 |
| Initial antenna violation count | 0 |
| Die Wd | 106 um |
| Outcome | completed |
| Netlist cell types | 24 |
| Initial DRC count | 27 |
| Yosys stat area | 1500 um^2 |
| Inserted Diodes | 0 |
| Least-Margin Pin Slew | 634.5 ps |
| Post-CTS sizing | 0 |
| Slowest-stage cell, CP | clkdlybuf4s50_1 |
| Worst R2R Start | count[3] |
| Synth flops | 36 |
| Final WL | 2.315 mm |
| Cell family with most CP delay | buffers and inverters |
| Max-Cap Viols | 0 |
| Setup CP Type | flip-flop to output port |
## worst min path at each step
stage | to | slack [ps] | depth (start not counted)
CTS | count[0] | 400 | 1
global route | count[0] | 420 | 1
finish | count[0] | 400 | 1
## power by group through the flow
| stage | logic (mW) | clock network (mW) | registers, mW |
|---|---|---|---|
| final | 0.000000209 | 0.219 | 0.256 |
| after CTS | 0.000000209 | 0.227 | 0.256 |
| after global routing | 0.000000209 | 0.236 | 0.256 |
## cell usage in the layout, fill, tap and decap left out, types with 2 or more instances in the layout
cell / count
dfxtp_1: 36
nor2_1: 3
and3_1: 7
nand2_1: 11
nand4_1: 13
and4_2: 2
nor3_1: 3
nand3_1: 10
xnor2_1: 27
and3_2: 2
xor2_1: 6
clkbuf_8: 5
clkdlybuf4s50_1: 13
## sequential cells by signal (all words and copies together) (netlist names)
register,flops
count,34
fin,1
old_b,1
## per-layer routing
| layer | vias up | track usage (%) | part of all wire (%) |
|---|---|---|---|
| li1 | 489 | - | - |
| met1 | 445 | 5.095 | 49 |
| met2 | 17 | 6.095 | 42 |
| met3 | 5 | 2.385 | 7.9 |
| met4 | 0 | 0.4836 | 1.4 |
| met5 | - | 0 | 0 |
## cells by family after synthesis
group / count (synthesis) / synth area share [%]
buffers and inverters: 18 / 9.674
adder cells (fa/ha/maj): 1 / 0.8339
XOR/XNOR: 33 / 19.27
AND/OR/NAND/NOR: 57 / 22.19
flip-flops: 36 / 48.04
## stage by stage
stage	setup slack, ps	instance area, um^2	instances	hold WS [ps]	utilization, %
CTS	3250	1720	248	402.4	23.85
detailed placement	3563	1613	240	386.1	22.36
global route	3185	1720	248	421.0	23.85
floorplan	3977	1500	145	365.8	-
global placement	3578	1613	240	376.3	22.36
finish	3265	1720	248	398.1	23.85
## area by class of cell
class                   count  area (um^2)  share of cell area, %
inverters                   1        3.754                 0.2182
repair buffers             13        130.1                  7.564
clock inverters             2        35.03                  2.036
well taps                  99        123.9                  7.200
multi-input cells          91        634.4                  36.87
clock buffers               6        72.57                  4.218
flip-flops and latches     36        720.7                  41.89
No activity file was given, so power comes from the tool's default toggle rates.
